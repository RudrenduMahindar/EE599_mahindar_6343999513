==> flow/design.v <==
`timescale 		1ns / 1ns
module array_block #(
    parameter Wid = 8
)
(
    input                           clk,
    input           [Wid-1:0]     	input1,
    input           [Wid-1:0]     	input2,
    input                           restart, 
    output reg      [Wid-1:0]     	output1,
    output reg      [Wid-1:0]     	output2,
    output reg      [Wid-1:0]     	output3
);
always @(posedge clk) 
begin
            output1        <= 		input1;
            output2        <= 		input2;
            output3        <= 		(restart ? 0 : (output3 + input1*input2));
end
endmodule
==> flow/run.sh <==
#!/bin/bash
# OpenROAD 26Q1-2900-gdf79404cd8, Yosys 0.63+post, stock flow scripts
make -C /OpenROAD-flow-scripts/flow DESIGN_CONFIG=/design/flow/config.mk WORK_HOME=/design/flow/orfs finish
==> flow/config.mk <==
export PLATFORM = sky130hd
export DESIGN_NAME = array_block
export DESIGN_NICKNAME = array_block
export VERILOG_FILES = /design/flow/design.v
export SDC_FILE = /design/flow/constraint.sdc
export NUM_CORES = 4
export LEC_CHECK = 1
export CORE_UTILIZATION = 30
==> flow/constraint.sdc <==
current_design array_block

set clk_period 6.3
set clk_io_pct 0.2

create_clock -name clk0 -period $clk_period [get_ports {clk}]

set non_clock_inputs [all_inputs -no_clocks]
set_input_delay [expr $clk_period * $clk_io_pct] -clock clk0 $non_clock_inputs
set_output_delay [expr $clk_period * $clk_io_pct] -clock clk0 [all_outputs]
==> impl_metrics.tcl <==
# collected from the flow reports
set metrics [dict create \
    std_cell_rows 26 \
    syn_area_sq_um 1578 \
    cts_buffers 3 \
    antenna_found_initial 0 \
    cts_hold_buf 0 \
    tns_ns 0 \
    detail_route.first_pass.iterations 4 \
    dieArea_sq_um 5553 \
    wl_per_cell_um 11.11 \
    grt_pass1_wl_um 5188 \
    synthToLayoutAreaGrowth_pct 36.08 \
    cts_root_buf "clkbuf_8" \
    period_used_pct 78.19 \
    finalCriticalPeriod_ns 4.926 \
    clock-sinks 24 \
    warnings 25 \
    post-route-drc-count 0 \
    dp_hpwl_um 2446 \
    cts.htree.levels 1 \
    status "complete, no violations" \
    yosysUniqueCellTypes 13 \
    fin_skew_ns 0.005030 \
    drive_gt1_share_pct 2.463 \
    setup_viol 0 \
    postSynthCellCount 158 \
    yosys_warnings 1 \
    slew_violations 0 \
    critPathMaxStageDelay_ns 0.66 \
    hp-class "flip-flop to flip-flop" \
    cts_resized 0 \
    num_antenna_cells 0 \
    crit_buf_inv 4 \
    worst_pin_slew_ns 0.3540 \
    min_path_cells 2 \
    syn_area_per_cell_sq_um 9.986 \
    clk_latency_ns 0.27 \
    hold_viol 0 \
    fp_util_pct 31.09 \
    relSlewSlack_pct 76.33 \
    cp.arrival_ns 5.08 \
    ant_nets 0 \
    cts_setup_buffers 0 \
    grt_max_degree 15 \
    place.gp.congestion 0.8087 \
    pwr_density_cell_nw_per_um2 347.5 \
    die_x_um 74.52 \
    viasPerCell 3.930 \
    grt_pass1_vias 1116 \
    peakVddDrop_mv 0.1535 \
    path_common_cell "fa_1" \
    rr_worst_depth 13 \
    yosysSeqAreaShare_pct 30.45 \
    path_max_fanout 9 \
    crit_family "adder cells" \
    path_cells "clkdlybuf4s50_1 -> nand2_1 -> fa_1 -> inv_1 -> fa_1 -> inv_1 -> fa_1 -> fa_1 -> inv_1 -> ha_1 -> a21oi_1 -> xnor2_2 -> xnor2_1 -> nor2_1" \
    port_buffers 41 \
    drt-initial-drc-count 22 \
    r2r_slack_ns 2.73 \
    fillerInstances 502 \
    critical_path_class "input port to flip-flop" \
    rsz0062_at_grt "false" \
    holdWs_ns 0.6267 \
    r2r_start "output3[6]$_SDFF_PP0_" \
    core_area_sq_um 5075 \
    num_vias 1073 \
    end_kind "flip-flop" \
    grt_overflow 0 \
    ios 42 \
    wl_um 3033 \
    cts_tree "yes" \
    yosys_cells 158 \
    path_clk_slew_ns 0.09 \
    grtUsageTotal_pct 12.69 \
    required_ns 6.46 \
    r2r-end "output3[7]$_SDFF_PP0_" \
    min_to "output3[0]$_SDFF_PP0_" \
    fmax_ghz 0.2030 \
    ys_chip_area_sq_um 1578 \
    crit_path_top_delay_cell "clkdlybuf4s50_1" \
    fp.dieH_um 74.52 \
    synth_flops 24 \
    startpoint_type "input port" \
    p_leak_nw 1.002 \
    holdCritStartpoint "output3[0]$_SDFF_PP0_" \
    drv_cap 0 \
    clockBufferDepth 2 \
]
-- layer usage --
layer | part of all wire, % | vias up | track usage, %
met5 | 0 | - | 0
met4 | 0.69 | 0 | 1.258
met3 | 6.9 | 2 | 3.434
met2 | 43 | 31 | 19.12
met1 | 49 | 487 | 19.52
li1 | - | 553 | -
-- synth_stat cells --
cell / n / area share [%]
dfxtp_1: 24 / 30
inv_1: 33 / 7.9
and2_1: 14 / 5.6
nand2_1: 22 / 5.2
xor2_1: 4 / 2.2
a21oi_1: 2 / 0.63
fa_1: 18 / 23
ha_1: 17 / 13
xnor2_1: 13 / 7.2
xnor2_2: 1 / 1.0
a21o_1: 2 / 0.95
nor2_1: 4 / 0.95
nor2b_1: 4 / 1.6
-- per-stage QoR --
step / worst slack (ns) / cell area [sq um] / util [%] / power, mW / cells
after global routing: 1.138 / 2147 / 42.31 / 0.8434 / 273
after floorplan: 1.940 / 1578 / - / 0.5087 / 158
after CTS: 1.338 / 2147 / 42.31 / 0.7612 / 273
after global placement: 1.062 / 2076 / 40.90 / 0.6209 / 269
after detailed placement: 1.063 / 2076 / 40.90 / 0.6182 / 269
final: 1.374 / 2147 / 42.31 / 0.7462 / 273
-- registers in the layout, indices dropped and copies added (netlist names) --
| name | count |
|---|---|
| output1 | 8 |
| output2 | 8 |
| output3 | 8 |
-- report_power, final --
| group | internal, mW | total [mW] | switching (mW) |
|---|---|---|---|
| combinational | 0.222 | 0.420 | 0.197 |
| sequential | 0.177 | 0.188 | 0.0116 |
| clock | 0.0850 | 0.138 | 0.0530 |
| total | 0.484 | 0.746 | 0.262 |
-- worst max-delay path by stage --
stage | startpoint | end | slack (ns) | depth (start not counted)
4_1_cts | input2[1] | output3[7]$_SDFF_PP0_ | 1.34 | 14
6_report | input2[0] | output3[7]$_SDFF_PP0_ | 1.37 | 14
5_1_grt | input2[0] | output3[7]$_SDFF_PP0_ | 1.14 | 14
-- cells by family after synthesis --
group	Yosys count	synth area share [%]
and+or+nand+nor	44	13.32
buffers and inverters	33	7.851
AOI/OAI and AO/OA	4	1.586
xor gates and xnor gates	18	10.47
adders and majority gates	35	36.32
DFF	24	30.45
-- final cells by class --
cell class	count	area, sq um	share of cell area [%]
Clock inverter	1	30.03	1.399
Sequential cell	24	480.5	22.38
Tap cell	70	87.58	4.079
Multi-Input combinational cell	101	973.4	45.34
Inverter	33	123.9	5.769
Timing Repair Buffer	41	410.4	19.11
Clock buffer	3	41.29	1.923
-- worst min-delay path, cell delays in order (launching register included) --
cell     delay [ns]
dfxtp_1        0.34
ha_1           0.13
nor2b_1        0.12
-- cell usage in the layout, fill, tap and decap left out, drive strengths merged --
| cell | count |
|---|---|
| clkbuf | 3 |
| xor2 | 4 |
| dfxtp | 24 |
| nand2 | 22 |
| nor2 | 4 |
| inv | 33 |
| and2 | 14 |
| clkdlybuf4s50 | 41 |
| xnor2 | 14 |
| ha | 17 |
| nor2b | 4 |
| fa | 18 |
| a21oi | 2 |
| bufinv | 1 |
| a21o | 2 |
Power is estimated from default activity; no workload was simulated.
