==> design/flow/design.v <==
`timescale 1ns / 1ps
module multi_bit_multiplier
#(
    parameter   BIT_WIDTH   =   32
)
(
    input       [BIT_WIDTH-1:0]     a,
    input       [BIT_WIDTH-1:0]     b,
    output      [BIT_WIDTH-1:0]     s
);
    genvar  i;
    generate
        for(i=0; i<BIT_WIDTH; i=i+1)  begin : MULTIPLY	
        	multiplier u(a[i], b[i], s[i]);
        end
    endgenerate
endmodule
`timescale 1ns / 1ps
module multiplier
#(
    parameter   BIT_WIDTH   =   32
)
(
    input       a,
    input       b,
    output  reg s
    );
    always @ (a, b)    begin
        s = a*b;
    end
endmodule
==> design/flow/run.sh <==
#!/bin/bash
# OpenROAD 26Q1-2900-gdf79404cd8, Yosys 0.63+post, stock flow scripts
make -C /OpenROAD-flow-scripts/flow DESIGN_CONFIG=/design/flow/config.mk WORK_HOME=/design/flow/orfs finish
==> design/flow/config.mk <==
export PLATFORM = sky130hd
export DESIGN_NAME = multi_bit_multiplier
export DESIGN_NICKNAME = multi_bit_multiplier
export VERILOG_FILES = /design/flow/design.v
export SDC_FILE = /design/flow/constraint.sdc
export NUM_CORES = 4
export LEC_CHECK = 1
export CORE_AREA = 10 10 70 70
export DIE_AREA = 0 0 80 80
==> design/flow/constraint.sdc <==
current_design multi_bit_multiplier

set clk_period 1.0
set clk_io_pct 0.2

create_clock -name clk0 -period $clk_period

set non_clock_inputs [all_inputs -no_clocks]
set_input_delay [expr $clk_period * $clk_io_pct] -clock clk0 $non_clock_inputs
set_output_delay [expr $clk_period * $clk_io_pct] -clock clk0 [all_outputs]
==> metrics.yaml <==
status:
  status: "complete, no violations"
timing:
  fin_crit_ps: 898.6
  max_freq_mhz: 1113
  worstMarginPinSlew_ps: 57.76
  whs_ps: 765.3
  fin_setup_tns_ps: 0
  finalHoldViolations: 0
  setup_viol: 0
  rsz0062_at_grt: "no"
  slew_headroom: 0.9615
  period_used_share: 0.8986
  final-max-slew-violation-count: 0
final_layout:
  final_cell_mix: "dlygate4sd2_1 (64), and2_1 (31), buf_2 (31)"
  seqCellArea_um2: 0
  final_area_um2: 987.2
  clock_buffers: 0
  ff_count: 0
  area_growth_pct: 124.1
  instances_no_fill: 174
  drive_above_1_share: 0.2578
  layout_top_cell: "dlygate4sd2_1"
  num-fill-cells: 413
  comb_area_um2: 202.7
global_route:
  grt_antenna_before_repair: 0
  grt.total_usage: 0.06303
  grt-ovfl-total: 0
  grt_pass1_vias: 636
  grt_max_degree: 2
  grt_pass1_wl_um: 3360
worst_setup_path:
  worstPathRequired_ps: 800
  crit_start: "b[17]"
  worst_setup_path_end_kind: "output pin"
  crit_fanout: 1
  arrival_ps: 700
  startpoint_type: "input port"
  path_class: "input port to output pin"
pwr:
  vdd_drop_max_mv: 0.06636
  p_per_area_nw_per_um2: 254.6
  finalPower_uw: 251.3
  p_leak_uw: 0.0005778
placement:
  portBuffers: 96
  place.gp.congestion: 0.7923
  place_hpwl_um: 2183
  postPlaceCellArea_um2: 1219
  dp.cells: 174
job:
  drv_cap: 0
  tool_warnings: 32
min_path:
  min-delay-start: "a[23]"
  hold_class: "input port to output pin"
logic_synthesis:
  ys_sh_aoi: 0
  synthAdderAreaFrac: 0
  ys_top_logic_family: "buffers and inverters"
  synth_area_um2: 440.4
  ys_sh_xor: 0
  ys_sh_mux: 0
  ys_sh_simple: 0.4545
  synth-seq-area-share: 0
  synth-warning-count: 1
  syn_inst: 64
  synth.avg_cell_area_um2: 6.882
  synth.distinct_cells: 2
  ys_cells: 64
  ys_area_um2: 440.4
route:
  drtPass1Iterations: 2
  wl_um: 2256
  wl_per_cell_um: 12.97
  route.met3.wl_um: 293
  topRoutingLayerUsed: "met3"
  via_per_inst: 3.207
  insertedDiodeCount: 0
  drtAntennaViolNets: 0
  route.detailed.drc: 0
  via_count: 558
  dr_wl_met2_um: 1171
  wl_met1_um: 792
  drt_iter0_markers: 1
floorplanning:
  fp-utilization: 0.1289
  pin_count: 96
  placementRows: 21
  fp.dieH_um: 80
  chip_area_um2: 6400
  core_um2: 3416
  die_w_um: 80
clock_network:
  cts_setup_buffers: 0
[worst max-delay path, cell delays in order]
cell	delay, ps
dlygate4sd2_1	230
and2_1	150
buf_2	120
[power by group]
group	total, µW	leakage, µW	switching [µW]	internal (µW)
Clock	0	0	0	0
Combinational	251	0.000578	49.5	202
Sequential	0	0	0	0
Total	251	0.000578	49.5	202
[synth_stat cells]
library cell,instances,area share
and2_1,32,0.45
buf_4,32,0.55
[worst paths after layout]
path                 to  cells after the start
setup / recovery  s[17]                      3
hold / removal    s[23]                      3
[routing by layer]
metal  vias up  global-route usage
met5         -                   0
met1       228             0.06856
li1        288                   -
met2        42              0.1148
met4         0                   0
met3         0             0.02955
[cell type report]
type	instances	share of cell area
multi-input cells	32	0.2053
well taps	46	0.05830
repair buffers	96	0.7364
[cell families (layout without fill, tap and decap cells)]
family	count (synthesis)	count (layout)
AND/OR/NAND/NOR	32	32
buffers and inverters	32	96
[timing repair]
action | in CTS | in global routing
hold buffers | 0 | 0
resized | 162 | 0
setup endpoints to repair | 32 | 0
[through the flow]
| stage | utilization | worst slack, ps |
|---|---|---|
| 6_report | 0.2890 | 101.4 |
| 5_1_grt | 0.2890 | 80.15 |
| 4_1_cts | 0.2890 | 95.85 |
| 3_5_place_dp | 0.3568 | -472.6 |
| 3_3_place_gp | 0.3568 | -465.2 |
| 2_1_floorplan | - | 359.7 |
No activity file was given, so power comes from the tool's default toggle rates.
