**/design/flow/design.v**
```verilog
`timescale 1ns / 1ps
module full_adder
#(
    parameter   BIT_WIDTH   =   32
)
(
    input       a,
    input       b,
    input       cin,
    output  reg s,
    output  reg cout
    );
    always @ (a, b, cin)    begin
        {cout,s} = a + b + cin;
    end
endmodule
`timescale 1ns / 1ps
module multi_bit_adder
#(
    parameter   BIT_WIDTH   =   32
)
(
    input       [BIT_WIDTH-1:0]     a,
    input       [BIT_WIDTH-1:0]     b,
    input                           cin,
    output      [BIT_WIDTH-1:0]     s,
    output                          cout
    );
	wire							c[BIT_WIDTH:0];
	assign	c[0]			=	cin;
	assign  cout            =   c[BIT_WIDTH];
    genvar  i;
    generate
        for(i=0; i<BIT_WIDTH; i=i+1)    begin   :   ADD	
        	full_adder u(a[i], b[i], c[i], s[i], c[i+1]);
        end
    endgenerate
endmodule
```
**/design/flow/run.sh**
```bash
#!/bin/bash
# OpenROAD 26Q1-2900-gdf79404cd8, Yosys 0.63+post, stock flow scripts
make -C /OpenROAD-flow-scripts/flow DESIGN_CONFIG=/design/flow/config.mk WORK_HOME=/design/flow/orfs finish
```
**/design/flow/config.mk**
```make
export PLATFORM = sky130hd
export DESIGN_NAME = multi_bit_adder
export DESIGN_NICKNAME = multi_bit_adder
export VERILOG_FILES = /design/flow/design.v
export SDC_FILE = /design/flow/constraint.sdc
export NUM_CORES = 4
export LEC_CHECK = 1
export CORE_AREA = 10 10 105 105
export DIE_AREA = 0 0 115 115
```
**/design/flow/constraint.sdc**
```tcl
current_design multi_bit_adder

set clk_period 41.7
set clk_io_pct 0.2

create_clock -name clk0 -period $clk_period

set non_clock_inputs [all_inputs -no_clocks]
set_input_delay [expr $clk_period * $clk_io_pct] -clock clk0 $non_clock_inputs
set_output_delay [expr $clk_period * $clk_io_pct] -clock clk0 [all_outputs]
```
==> flow_metrics.py <==
# Physical implementation metrics
metrics = {
    "die": {
        "fp_util_pct": 10.5,
        "die_area_sq_um": 13200,
        "fp.dieH_um": 115,
        "core-area_sq_um": 8760,
        "io_pins": 98,
        "fp.dieW_um": 115,
        "num_rows": 34,
    },
    "worst_hold_path": {
        "hold_class": "in2out",
    },
    "cells_and_area": {
        "seq_area_sq_um": 0,
        "fin_cells": 248,
        "finalInstanceArea_sq_um": 1790,
        "final_layout_size_suffix_gt1_share_pct": 0,
        "clkbuf_count": 0,
        "final_core_util_pct": 20.5,
        "flops": 0,
        "area_growth_pct": 95.4,
    },
    "sta": {
        "rsz0062_at_grt": "no",
        "post-route-min-period_ns": 30.17,
        "report.final.setup_viol": 0,
        "holdWs_ns": 17.72,
        "final.setup.worst_slack_ns": 11.53,
        "slew-limit-headroom_pct": 92.4,
        "setup-tns-final_ns": 0,
        "hold_violations": 0,
        "fin_crit_sh_pct": 72.3,
        "drv_slew": 0,
        "fmax_ghz": 0.0332,
        "max_slew.worst_pin.slew_ns": 0.114,
    },
    "synth": {
        "yosysUniqueCellTypes": 3,
        "ys_area_sq_um": 918,
        "synth_cells": 74,
        "synthTopCellsByCount": "buf_4, fa_1, inv_1",
        "largest_area_cell": "fa_1",
        "ys_warn_count": 2,
        "top_area_share_pct": 69.8,
        "syn_area_sq_um": 918,
        "synth-cells-yosys": 74,
        "top_cells_by_area": "fa_1, buf_4, inv_1",
        "ys_seq_share_pct": 0,
        "synth_area_per_cell_sq_um": 12.4,
    },
    "setup_path": {
        "crit_required_ns": 33.36,
        "arrival_ns": 21.83,
        "critPathKind": "in2out",
        "start_kind": "primary input",
        "critPathMostFrequentCell": "fa_1",
        "crit_path_top_delay_cell": "clkdlybuf4s50_1",
        "path_max_fanout": 1,
        "crit_path_end_kind": "primary output",
        "max_stage_delay_ns": 0.46,
    },
    "pwr": {
        "p_total_mw": 0.0257,
        "cellPowerDensity_nw_per_um2": 14.3,
        "p_leak_nw": 0.670,
        "max-vdd-ir-drop_mv": 0.00519,
    },
    "place": {
        "port_buffers": 98,
        "place_inst": 248,
        "hpwl_mm": 3.05,
        "dpl_cell_area_sq_um": 1790,
        "gp_congestion": 0.713,
        "pre_cts_slack_ns": 11.47,
    },
    "routing": {
        "drtIter0Drc": 2,
        "antenna-diode-count": 0,
        "drc": 0,
        "wl_per_cell_um": 12.3,
        "vias_per_cell": 2.90,
        "firstDrtPassIters": 2,
        "num_vias": 718,
        "routed_wl_mm": 3.06,
        "ant_nets": 0,
    },
    "clock_network": {
        "cts_hold_buf": 0,
        "ctsResizeCount": 0,
        "post_cts_buffers": 0,
    },
    "global_routing": {
        "grt_max_degree": 2,
        "grt_overflow": 0,
        "antenna_found_initial": 0,
        "grt_first_pass_wirelength_mm": 4.82,
        "track_usage_pct": 4.59,
        "grt_pass1_vias": 930,
    },
    "flow_run": {
        "tool_warnings": 32,
        "max-cap-violations": 0,
    },
    "outcome": {
        "status": "finished, final reports clean",
    },
}
## per-layer routing
metal	GRT usage (%)	vias up	routed length, um
li1	-	312	-
met2	5.44	96	908
met5	0	-	0
met1	5.30	310	1080
met3	5.85	0	1070
met4	0	0	0
## worst paths after layout
path / from / slack, ns / to / cells after the start
setup / recovery: a[0] / 11.53 / s[31] / 38
hold / removal: cin / 17.72 / s[0] / 5
## cells in the final DEF (no fill, tap or decap), drive strengths merged
cell	synthesis	routed
inv	10	10
fa	32	32
clkdlybuf4s50	0	98
## worst max-delay path, delay by kind of cell
| kind | cells | cell delay, ns |
|---|---|---|
| buffers and inverters | 6 | 1.11 |
| adder cells (fa/ha/maj) | 32 | 12.34 |
## kinds of logic after synthesis
group / synth area share, %
adder cells (fa/ha/maj): 69.8
buffers and inverters: 30.2
## final cells by class
cell class | instances | area, sq um
timing repair buffer | 98 | 981
multi-input combinational | 32 | 641
tap | 108 | 135
fill | 959 | 6970
inverter | 10 | 37.5
## report_power, final
group / switching [mW] / internal [mW] / total [mW]
logic: 0.00674 / 0.0190 / 0.0257
registers: 0 / 0 / 0
clock network: 0 / 0 / 0
No activity file was given, so power comes from the tool's default toggle rates.
